--- constraint.sdc ---
current_design DM

set clk_period 24.4
set clk_io_pct 0.2

create_clock -name clk0 -period $clk_period [get_ports {clk}]
create_clock -name clk1 -period $clk_period [get_ports {reset}]

set non_clock_inputs [all_inputs -no_clocks]
set_input_delay [expr $clk_period * $clk_io_pct] -clock clk0 $non_clock_inputs
set_output_delay [expr $clk_period * $clk_io_pct] -clock clk0 [all_outputs]
--- run.sh ---
#!/bin/bash
# OpenROAD 26Q1-2900-gdf79404cd8, Yosys 0.63+post, stock flow scripts
make -C /OpenROAD-flow-scripts/flow DESIGN_CONFIG=/design/flow/config.mk WORK_HOME=/design/flow/orfs finish
--- config.mk ---
export PLATFORM = sky130hd
export DESIGN_NAME = DM
export DESIGN_NICKNAME = DM
export VERILOG_FILES = /design/flow/design.v
export SDC_FILE = /design/flow/constraint.sdc
export NUM_CORES = 4
export LEC_CHECK = 1
export CORE_UTILIZATION = 30
--- design.v ---
module DM #(parameter REG_ADDRESS_SIZE=5, REG_SIZE=32, ADDRESS_SIZE=32, ID_SIZE=1) (
    input clk,
    input reset,
    input [ADDRESS_SIZE-1:0] DM_instruction,
    input [ADDRESS_SIZE-1:0] DM_pc,
    input [REG_ADDRESS_SIZE-1:0] DM_Wat,
    input [REG_SIZE-1:0] DM_Wvalue,
    input DM_We,
    output [REG_SIZE-1:0] DM_operand1,
    output [REG_SIZE-1:0] DM_operand2,
    output DM_op,
    output [REG_ADDRESS_SIZE-1:0] DM_dest,
    output DM_w,
    output DM_b,
    output [ADDRESS_SIZE-1:0] DM_bImmediate,
    output DM_use_mul,
    output DM_use_alu,
    output DM_use_mem,
    input DM_alu_stall,
    input DM_mul_stall,
    input DM_mem_stall,
    input DM_rob_stall,
    output DM_stall,
    output [ID_SIZE-1:0] DM_tail,
    output [REG_ADDRESS_SIZE-1:0] DM_dAddr1,
    input DM_dependency1,
    input DM_resolved1,
    input [REG_SIZE-1:0] DM_dValue1,
    output [REG_ADDRESS_SIZE-1:0] DM_dAddr2,
    input DM_dependency2,
    input DM_resolved2,
    input [REG_SIZE-1:0] DM_dValue2,
    input DM_take_branch
    );
    wire [ADDRESS_SIZE-1:0] D_bImmediate;
    wire [REG_SIZE-1:0] data_out1;
    wire [REG_SIZE-1:0] data_out2;
    wire [REG_ADDRESS_SIZE-1:0] DM_addr_r1;
    wire [REG_ADDRESS_SIZE-1:0] DM_addr_r2;
    wire [REG_ADDRESS_SIZE-1:0] DM_addr_rd;
    wire [REG_SIZE-1:0] DM_rd;
    wire DM_We;
    wire [REG_SIZE-1:0] DM_immediate;
    wire DM_Ie;
    wire is_alu;
    wire is_mem;
    wire is_mul;
    reg [ID_SIZE-1:0] tail = 0;
    always @(posedge clk)
        #1 tail = DM_stall || DM_take_branch? tail : tail+1; 
    assign DM_tail = tail;
Decoder d(
    .D_instruction(DM_instruction),
    .D_pc(DM_pc),
    .D_addr_r1(DM_addr_r1),
    .D_addr_r2(DM_addr_r2),
    .D_op(DM_op),
    .D_We(DM_w),
    .D_immediate(DM_immediate),
    .D_Ie(DM_Ie),
    .D_dest(DM_dest),
    .D_b(DM_b),
    .D_bImmediate(D_bImmediate),
    .is_mul(is_mul),
    .is_mem(is_mem),
    .is_alu(is_alu));
    Register_bank rbank(
        .clk(clk),
        .reset(reset),
        .addr_in(DM_Wat),
        .data_in(DM_Wvalue),
        .write(DM_We),
        .addr_out1(DM_addr_r1),
        .addr_out2(DM_addr_r2),
        .data_out1(data_out1),
        .data_out2(data_out2));
    assign DM_dAddr1 = DM_addr_r1;
    assign DM_dAddr2 = DM_addr_r2;
    assign DM_operand1 =
        DM_dependency1? DM_dValue1
        : DM_Wat == DM_addr_r1 && DM_We && DM_addr_r1 != 0? DM_Wvalue
        : data_out1;
    assign DM_operand2 =
        !is_mem?
            DM_Ie? DM_immediate
            : DM_dependency2? DM_dValue2
            : DM_Wat == DM_addr_r2 && DM_We && DM_addr_r2 != 0? DM_Wvalue
            : data_out2
        : DM_immediate;
    assign DM_bImmediate =
        is_mem && DM_w? 
            DM_dependency2? DM_dValue2
            : DM_Wat == DM_addr_r2? DM_Wvalue
            : data_out2
        : D_bImmediate;
    assign DM_stall = !DM_take_branch & (DM_rob_stall || (is_mul && DM_mul_stall) || (is_alu && DM_alu_stall) || (DM_dependency1 && !DM_resolved1) || (( !DM_Ie || (is_mem && DM_w)) && DM_dependency2 && !DM_resolved2) || (is_mem && DM_mem_stall));
    assign DM_use_alu = is_alu & !DM_take_branch;
    assign DM_use_mul = is_mul & !DM_take_branch;
        assign DM_use_mem = is_mem & !DM_take_branch;
endmodule
module Decoder #(parameter ADDRESS_SIZE=32, REG_ADDRESS_SIZE=5)(
    input [ADDRESS_SIZE-1:0] D_instruction,
    input [ADDRESS_SIZE-1:0] D_pc,
    output [REG_ADDRESS_SIZE-1:0] D_addr_r1,
    output [REG_ADDRESS_SIZE-1:0] D_addr_r2,
    output D_We,
    output D_op,
    output [ADDRESS_SIZE-1:0] D_immediate,
    output D_Ie,
    output [REG_ADDRESS_SIZE-1:0] D_dest,
    output D_b,
    output [ADDRESS_SIZE-1:0] D_bImmediate,
    output is_mul,
    output is_alu,
    output is_mem);
    parameter [6:0] RR=7'b0110011;
    parameter [6:0] IR=7'b0010011;
    parameter [6:0] SR=7'b0100011;
    parameter [6:0] LR=7'b0000011;
    parameter [6:0] B= 7'b1100011;
    parameter [6:0] J= 7'b1100111;
    wire [REG_ADDRESS_SIZE-1:0] D_addr_rd;
    wire D_We;
    wire D_branch;
    wire [ADDRESS_SIZE-1:0] D_branch_immediate;
    wire D_op;
    assign D_addr_r1 = D_instruction[19:15];
    assign D_addr_r2 = D_instruction[24:20];
    assign D_dest = D_instruction[11:7];
    assign D_immediate[ADDRESS_SIZE-1:0] = 
        (D_instruction[6:0] == IR)? { {20{D_instruction[31]}} , D_instruction[31:20] }
        : (D_instruction[6:0] == J)? { {20{D_instruction[31]}}, D_instruction[31:20] }
        : (D_instruction[6:0] == B)? { {20{D_instruction[31]}}, D_instruction[7], D_instruction[30:25], D_instruction[11:8], 1'b0 }
        : (D_instruction[6:0] == LR)? { {20{D_instruction[31]}}, D_instruction[31:20]}
        : (D_instruction[6:0] == SR)? { {20{D_instruction[31]}}, D_instruction[31:25], D_instruction[11:7]}
        : 0;
    assign D_We = 
        D_instruction[6:0] == IR? 1 
        :D_instruction[6:0] == RR? 1 
        :D_instruction[6:0] == J? 1
        :D_instruction[6:0] == B? 0
        :D_instruction[6:0] == LR? 0
        :D_instruction[6:0] == SR? 1
        :0;
    assign D_Ie= 
        D_instruction[6:0] == J? 1'b1
        :D_instruction[6:0] == B? 1'b0
        :!D_instruction[5];
    assign D_op= 
        (D_instruction[6:0] == RR)? D_instruction[30] 
        :(D_instruction[6:0] == J)? 0 
        :(D_instruction[6:0] == B)? 1
        :0;
    assign D_b =
        (D_instruction[6:0] == J)? 1'b1
        :(D_instruction[6:0] == B)? 1'b1
        : 0;
    assign D_bImmediate =
        (D_instruction[6:0] == J)? D_pc+4
        :(D_instruction[6:0] == B)? D_immediate+D_pc
        :0;
    assign is_alu = 
        (D_instruction[6:0] == RR && D_instruction[25]) || is_mem? 0
        : 1;
    assign is_mul = D_instruction[6:0] == RR && D_instruction[25];
    assign is_mem = D_instruction[6:0] == LR || D_instruction[6:0] == SR;                                           
endmodule
module FF #(parameter SIZE=32, RESET_VALUE=0)(
    input [SIZE-1:0] in,
    input write,
    input erase,
    input stall,
    input reset,
    output [SIZE-1:0] out);
    reg [SIZE-1:0] data;
    always @(posedge reset)
        data = RESET_VALUE;
    always @(posedge write)
        if(!stall)
        begin
            if (!erase)
                data = #1 in;
            else
                data = #1 RESET_VALUE;
        end
    assign out = data;
endmodule
module Register_bank #(parameter REGISTER_SIZE=32, ADDRESS_SIZE=5)(
    input clk,
    input reset,
    input [REGISTER_SIZE-1:0] data_in,
    output [REGISTER_SIZE-1:0] data_out1,
    output [REGISTER_SIZE-1:0] data_out2,
    input write,
    input [ADDRESS_SIZE-1:0] addr_out1,
    input [ADDRESS_SIZE-1:0] addr_out2,
    input [ADDRESS_SIZE-1:0] addr_in);
    wire FF_write[(1<<ADDRESS_SIZE)-1:0];
    wire [REGISTER_SIZE-1:0] FF_out[(1<<ADDRESS_SIZE)-1:0];
    generate
        genvar i;
        for(i=0; i < (1<<ADDRESS_SIZE); i=i+1)
        begin
            assign FF_write[i] = addr_in == i? write & !clk : 0;
            FF #(
                .SIZE(REGISTER_SIZE)
            ) register(
                .in(data_in),
                .write(FF_write[i]),
                .erase(1'b0),
                .stall(1'b0),
                .reset(reset),
                .out(FF_out[i]));
        end
    endgenerate
    assign data_out1 = FF_out[addr_out1];
    assign data_out2 = FF_out[addr_out2];
endmodule
==> impl_metrics.tcl <==
# implementation run metrics
set metrics [dict create \
    status "finished, final reports clean" \
    cts_resized 0 \
    postLayoutCoreUtil_pct 50.3 \
    drc_errors 0 \
    cp_cell_sequence "clkdlybuf4s50_1 -> nand4bb_1 -> nor2_2 -> and2_1 -> buf_4 -> a21oi_1 -> nor2_1 -> a211oi_1 -> ha_1 -> a211oi_2 -> o21bai_1 -> a2111oi_0 -> o31ai_1 -> xor2_1 -> a22oi_1 -> a21oi_1 -> clkdlybuf4s50_1" \
    avgSynthCellArea_um2 6.73 \
    grt_usage_pct 29.2 \
    grtUsageMet1_pct 43.9 \
    lay_top_cells "clkdlybuf4s50_1, nand2_1, a21oi_1" \
    postSynthSeqShare_pct 0.640 \
    wl_per_cell_um 21.0 \
    post_cts_buffers 0 \
    warning_count 39 \
    slowest_stage "clkdlybuf4s50_1" \
    cp_num_buf_inv 3 \
    final-hold-violation-count 0 \
    pre_cts_ws_ns 9.57 \
    worstHoldPathCells 1 \
    crit_cells 17 \
    synthCells 697 \
    end_kind "output port" \
    startpoint_type "input port" \
    edf_count 1 \
    ff2ff_path_depth 1 \
    grt.met2_usage_pct 47.4 \
    avgViaCountPerCell 5.77 \
    layout_top_cell "clkdlybuf4s50_1" \
    drive_gt1_share_pct 4.68 \
    dieArea_um2 16100 \
    fin_setup_tns_ns 0 \
    grt.busiest_layer "met2" \
    max_stage_delay_ns 0.70 \
    clk_pin_slew_worst_paths_ns 0 \
    initCoreUtil_pct 30.8 \
    yosysCellCount 697 \
    drt_iter0_markers 524 \
    yosys.cell_types.count 76 \
    rrSetupSlack_ns 23.78 \
    antenna_found_initial 1 \
    io_pins 296 \
    hold_buffers 0 \
    setup_violations 0 \
    total_leakage_power_nw 2.83 \
    setup_ws_ns 9.53 \
    cp-startpoint "DM_instruction[4]" \
    cp_data_arrival_time_ns 9.99 \
    yosys_area_um2 4690 \
    grt_pass1_vias 6035 \
    crit_family "AND-OR/OR-AND gates" \
    crit_required_ns 19.52 \
    grt_max_degree 56 \
    p_per_area_nw_per_um2 12.9 \
    syn_to_final_growth_pct 63.6 \
    slew_headroom_pct 53.3 \
    die_x_um 127 \
    crit_fanout 29 \
    route.antenna.remaining_nets 0 \
    endpoint "DM_bImmediate[9]" \
    fin_worst_skew_ns 0 \
    grt_pass1_wl_um 36400 \
    ys_seq_elements 1 \
    rsz0062_at_grt "false" \
    maxCapViolations 0 \
    chipHeight_um 127 \
    hold_path_class "register to register" \
    peakVddDrop_uv 6.80 \
    largest_reg_flops 1 \
    gp_congestion 0.946 \
    core_um2 15300 \
    rows 45 \
    finalMaxSlewViolations 0 \
    synth.cell_area_um2 4690 \
    first_pass_iters 5 \
    r2r_start "tail" \
    io_buffers 291 \
    worstSetupPathType "input port to output port" \
    yosys_warnings 2051 \
    use_met3_pct 2.52 \
    vias 6654 \
    synth-async-reset-ratio_pct 0 \
    hpwlAfterDp_um 19700 \
    tightestPinTransition_ns 0.699 \
    flop_cell "edfxtp_1" \
    r2r_end "tail" \
    grt.overflow.total 0 \
    wl_um 24200 \
]
how the worst min path moves through the flow:
stage,startpoint,to
after global routing,tail,tail
after CTS,tail,tail
final,tail,tail
cell usage after synthesis, types with 4 or more instances:
library cell,instances,area share (%)
o221ai_1,7,1.3
a22oi_1,12,1.9
or3_1,8,1.1
a221oi_1,39,7.3
xor2_1,23,4.3
xnor2_1,33,6.2
a21o_1,9,1.4
and4_1,10,1.9
nand4_1,11,1.5
and2_1,15,2.0
ha_1,38,10
a211oi_2,4,1.1
a211oi_1,6,0.96
buf_2,11,1.2
o21ai_1,9,0.96
nand2_1,76,6.1
nor3_1,13,1.4
and3_1,8,1.1
nand3_1,21,2.2
o211ai_1,8,1.3
buf_4,15,2.4
a21oi_1,74,7.9
o21ai_0,17,1.8
inv_1,13,1.0
a221o_1,4,0.85
clkbuf_1,34,2.7
a22o_1,35,6.5
nor2_1,61,4.9
nor3b_1,4,0.64
a31oi_1,6,0.80
o21a_1,7,1.1
per-layer routing:
layer	part of all wire (%)	vias up	wire length [µm]
li1	-	3180	-
met4	1.0	0	250
met3	5.8	18	1410
met2	46	259	11200
met5	0	-	0
met1	47	3197	11400
through the flow:
step,power (mW),instances,hold slack [ns],area (µm²)
2_1_floorplan,0.0378,697,0.487,4690
4_1_cts,0.0992,1152,0.536,7680
3_5_place_dp,0.0984,1152,0.535,7680
3_3_place_gp,0.0985,1152,0.528,7680
6_report,0.0994,1153,0.533,7680
5_1_grt,0.107,1153,0.576,7680
cells by family after synthesis:
logic type	count (synthesis)	synth area share [%]
AOI/OAI and AO/OA	270	43.1
xor gates and xnor gates	56	10.5
adders and majority gates	39	10.6
buffers and inverters	73	7.33
DFF	1	0.640
muxes	1	0.240
and+or+nand+nor	257	27.7
power breakdown:
group          switching, mW  internal (mW)     total [mW]
clock                      0  0.00000000548  0.00000000548
sequential         0.0000145        0.00195        0.00197
combinational         0.0408         0.0567         0.0974
total                 0.0408         0.0586         0.0994
cell type report:
class	instances	area [µm²]
fillers	1461	7580
inverters	13	48.8
well taps	211	264
multi-input cells	623	4330
diodes	1	2.50
repair buffers	304	3010
flip-flops and latches	1	30.0
Power and IR drop assume default switching activity.
