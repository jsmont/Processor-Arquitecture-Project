<file path="/design/flow/design.v">
module Dependencies #(parameter ID_SIZE=1, REG_ADDRESS_SIZE=5, REGISTER_SIZE=32, N_UNAVAILABLE=1, N_AVAILABLE=1) (
    input [N_UNAVAILABLE-1:0][REG_ADDRESS_SIZE+1+ID_SIZE+1-1:0] unavailable , 
    input [N_AVAILABLE-1:0][REGISTER_SIZE + REG_ADDRESS_SIZE+1+ID_SIZE+1-1:0] available,
    input [ID_SIZE-1:0] tail,
    input [REG_ADDRESS_SIZE-1:0] addr,
    output dependency,
    output resolved,
    output [REGISTER_SIZE-1:0] value);
    function closer_to_tail;
        input [ID_SIZE-1:0] id1, id2, tail;
        begin
            closer_to_tail = 
                id1 < tail?
                id2 < tail?
                id1 > id2? 1
                : 0
                : 1
                : id2 < tail? 
                0
                : id1 > id2?  1
                :0;
        end
    endfunction
    wire [REGISTER_SIZE+ID_SIZE+1-1:0] check_avaliable [(2*N_AVAILABLE)-1-1:0];
    wire [ID_SIZE+1-1:0] check_unavaliable [(2*N_UNAVAILABLE)-1-1:0];
    generate
        genvar i;
        if(N_AVAILABLE > 0)
        begin
            for(i=0; i < N_AVAILABLE; i= i+1)
            begin
                assign check_avaliable[2*N_AVAILABLE-1-1-i] = 
                    (addr== available[i][REG_ADDRESS_SIZE+1+ID_SIZE+1-1:1+ID_SIZE+1])?
                    { available[i][REGISTER_SIZE+REG_ADDRESS_SIZE+1+ID_SIZE+1-1:REG_ADDRESS_SIZE+1+ID_SIZE+1], available[i][ID_SIZE+1-1:1], (available[i][ID_SIZE+1+1-1] && available[i][0])}
                    : 0;
            end
            if(N_AVAILABLE > 1)
            begin
                for(i=0; i < N_AVAILABLE-1; i=i+1)
                begin
                    assign check_avaliable[i] =
                        !check_avaliable[2*(i+1)-1][0]? check_avaliable[2*(i+1)]
                        : !check_avaliable[2*(i+1)][0]? check_avaliable[2*(i+1)-1]
                        : (closer_to_tail(check_avaliable[2*(i+1)-1][ID_SIZE+1-1:1],check_avaliable[2*(i+1)][ID_SIZE+1-1:1],tail))? check_avaliable[2*(i+1)-1]
                        : check_avaliable[2*(i+1)];
                end
            end
        end
        else assign check_avaliable[0]=0;
        if(N_UNAVAILABLE>0)
        begin
            for(i=0; i < N_UNAVAILABLE; i= i+1)
            begin
                assign check_unavaliable[2*N_UNAVAILABLE-1-1-i] = 
                    (addr== unavailable[i][REG_ADDRESS_SIZE+1+ID_SIZE+1-1:1+ID_SIZE+1])?
                    { unavailable[i][ID_SIZE+1-1:1], (unavailable[i][ID_SIZE+1+1-1] && unavailable[i][0])}
                    : 0;
            end
            if(N_UNAVAILABLE > 1)
            begin
                for(i=0; i < N_UNAVAILABLE-1; i=i+1)
                begin
                    assign check_unavaliable[i] =
                        !check_unavaliable[2*(i+1)-1][0]? check_unavaliable[2*(i+1)]
                        : !check_unavaliable[2*(i+1)][0]? check_unavaliable[2*(i+1)-1]
                        :(closer_to_tail(check_unavaliable[2*(i+1)-1][ID_SIZE+1-1:1],check_unavaliable[2*(i+1)][ID_SIZE+1-1:1],tail))? check_unavaliable[2*(i+1)-1]
                        : check_unavaliable[2*(i+1)];
                end
            end
        end
        else 
            assign check_unavaliable[0] = 0;
    endgenerate
    assign {value, resolved, dependency} = 
        check_unavaliable[0][0]? { 32'b0, 1'b0, 1'b1}
        : check_avaliable[0][0]? { check_avaliable[0][REGISTER_SIZE+ID_SIZE+1-1:ID_SIZE+1], 1'b1, 1'b1}
                                 : { 32'b0, 1'b0, 1'b0};
endmodule
</file>
<file path="/design/flow/run.sh">
#!/bin/bash
# OpenROAD 26Q1-2900-gdf79404cd8, Yosys 0.63+post, stock flow scripts
make -C /OpenROAD-flow-scripts/flow DESIGN_CONFIG=/design/flow/config.mk WORK_HOME=/design/flow/orfs finish
</file>
<file path="/design/flow/config.mk">
export PLATFORM = sky130hd
export DESIGN_NAME = Dependencies
export DESIGN_NICKNAME = Dependencies
export VERILOG_FILES = /design/flow/design.v
export SDC_FILE = /design/flow/constraint.sdc
export NUM_CORES = 4
export LEC_CHECK = 1
export CORE_AREA = 10 10 70 70
export DIE_AREA = 0 0 80 80
</file>
<file path="/design/flow/constraint.sdc">
current_design Dependencies

set clk_period 6.0
set clk_io_pct 0.2

create_clock -name clk0 -period $clk_period

set non_clock_inputs [all_inputs -no_clocks]
set_input_delay [expr $clk_period * $clk_io_pct] -clock clk0 $non_clock_inputs
set_output_delay [expr $clk_period * $clk_io_pct] -clock clk0 [all_outputs]
</file>
==> flow_summary.toml <==
# generated from flow reports
[global_route]
grt_max_degree = 21
grt_overflow = 0
grt_usage = 0.0949
antenna_violations_before_repair = 0
first_pass_grt_wire_length_um = 5100
grt_pass1_vias = 1052

[logic_synthesis]
yosys-stat-cells = 93
post_synth_instance_area_sq_um = 865
synth_area_leader_cell = "a2111oi_2"
syn-instance-count = 93
netlist.area_leader.share = 0.434
topCellsByArea = "a2111oi_2 43%, inv_1 14%, a2111oi_4 9.6%"
yosys.stat.seqShare = 0
synthesis.area_per_instance_sq_um = 9.30
yosysMostFrequentCell = "inv_1"
yosys.cell_types.count = 14
top_cells_by_count = "32 x inv_1, 25 x a2111oi_2, 7 x buf_6, 6 x buf_2, 6 x xnor2_1"
synth_warnings = 1
ys_chip_area_sq_um = 865

[worst_hold_path]
hold_path_class = "in2out"

[run]
max_cap_violations = 0
warning_total_across_the_stage_logs = 35

[finish]
final_util = 0.504
final_area_sq_um = 1720
drive_above_1_share = 0.221
area_delta_synth_final_pct = 99.3
ff_latch_area_sq_um = 0
clock_buffer_count = 0
seq_cell_count = 0
finish.cell_count_without_fillers = 218

[die]
rows = 21
core_util_floorplan = 0.253
fp.dieH_um = 80
design.die.area_sq_um = 6400
core_sq_um = 3420
die_w_um = 80
ios = 88

[sta]
worst_slack_ns = 1.39
timing.fmax_ghz = 0.217
finalSetupViolations = 0
min_period_over_period = 0.768
rsz0062_at_grt = "no"
timing_hold_violations_final = 0
max_slew_margin = 0.621
hold_ws_ns = 3.28
totalNegativeSetupSlack_ns = 0
timing.final.max_slew_violations = 0
timing_worst_slew_pin_value_ns = 0.569
period_needed_ns = 4.61

[routing]
routed_wirelength_um = 3240
drt.antenna.violating_nets = 0
via_per_inst = 4.57
post_drt_wl_per_cell_um = 14.9
routed-via-count = 997
drt_pass1_iterations = 4
drtIter0Drc = 22
antenna_diode_instance_count = 0
drcViolationCount = 0

[placement]
post-dp-hpwl_um = 2730
postPlaceCellArea_sq_um = 1720
place_ws_ns = 1.36
routabilityCongestion = 0.725
post-place-cells = 218
count_of_input_and_output_buffers = 85

[power]
report.power.total_mw = 0.0794
p_leak_nw = 0.570
power.ir.vdd_worst_mv = 0.0309
power.sequential.fraction = 0
power_report.internal_total_mw = 0.0427
p_sw_frac = 0.463
clock_power_share = 0
comb_power_share = 1.000
power.net_switching_mw = 0.0367
power.density_nw_per_um2 = 46.1

[status]
status = "finished clean"

[critical_path]
worstSetupStartpointType = "input pin"
worst_ep_arrival_time_ns = 3.41
worstPathRequired_ns = 4.80
critical_path_start_end_classification = "in2out"
critical_path.max_fanout = 20
crit_path_end_kind = "output port"

[clock_tree]
cts_post_setup_buffers_inserted = 0
total_of_cells_resized_after_clock_tree_synthesis = 0
cts_hold_buffers = 0
-- power groups by stage --
stage / sequential [mW] / clock [mW] / combinational [mW]
CTS: 0 / 0 / 0.0803
global route: 0 / 0 / 0.0855
finish: 0 / 0 / 0.0794
-- layout make-up --
type / count / area [sq um]
timing repair buffer: 92 / 903
fill: 331 / 1690
multi-input combinational: 48 / 642
inverter: 32 / 120
tap: 46 / 57.6
-- metal layers --
| layer | routed length [um] | global-route usage | share of wire | up-vias |
|---|---|---|---|---|
| li1 | - | - | - | 503 |
| met2 | 1230 | 0.129 | 0.38 | 61 |
| met5 | 0 | 0 | 0 | - |
| met1 | 1340 | 0.119 | 0.41 | 433 |
| met3 | 674 | 0.0784 | 0.21 | 0 |
| met4 | 0 | 0 | 0 | 0 |
-- placed cells by master, fill, tap and decap left out, drive strengths merged, types with 4 or more instances in the layout --
cell / count
xor2: 4
clkdlybuf4s50: 85
a2111oi: 32
buf: 7
xnor2: 6
inv: 32
-- final timing paths --
path	startpoint	end	slack, ns	depth (start not counted)
hold / removal	available[28]	value[20]	3.28	4
setup / recovery	addr[1]	dependency	1.39	6
-- logic make-up (layout without fill, tap and decap cells) --
| family | after synthesis | count (layout) | share of synthesized area |
|---|---|---|---|
| xor+xnor | 10 | 10 | 0.101 |
| compound gates | 34 | 34 | 0.589 |
| buf+inv | 45 | 124 | 0.265 |
| simple gates | 4 | 4 | 0.0449 |
-- worst max-delay path, cell delays in order --
cell             delay [ns]
clkdlybuf4s50_1        0.51
xnor2_1                0.12
and3_2                 0.57
buf_4                  0.36
o2bb2ai_1              0.15
clkdlybuf4s50_1        0.49
Power and IR drop assume default switching activity.
